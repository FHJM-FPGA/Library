### config.mk
export PLATFORM = sky130hd
export DESIGN_NAME = control_uart_send
export DESIGN_NICKNAME = control_uart_send
export VERILOG_FILES = /design/flow/design.v
export SDC_FILE = /design/flow/constraint.sdc
export NUM_CORES = 4
export LEC_CHECK = 1
export CORE_UTILIZATION = 40
### constraint.sdc
current_design control_uart_send

set clk_period 3.5
set clk_io_pct 0.2

create_clock -name clk0 -period $clk_period [get_ports {clk}]

set non_clock_inputs [all_inputs -no_clocks]
set_input_delay [expr $clk_period * $clk_io_pct] -clock clk0 $non_clock_inputs
set_output_delay [expr $clk_period * $clk_io_pct] -clock clk0 [all_outputs]
### design.v
module control_uart_send(
    input              clk     ,
    input              rstn    ,
    input              flag1   ,
    input              flag2   ,
    input              flag3   ,
    output reg         SendEn  ,
    output reg   [7:0] SendData,
    input              SendDone 
);
reg shaniu;
always@(posedge clk or negedge rstn)
    begin
        if(!rstn)begin
            shaniu <= 1;
        end else begin
            shaniu <= 0;
        end
    end
wire  [7:0] kaiji[30:0];
assign kaiji[ 0] = 8'hFD;
assign kaiji[ 1] = 8'h00;
assign kaiji[ 2] = 8'h1C;
assign kaiji[ 3] = 8'h01;
assign kaiji[ 4] = 8'h01;
assign kaiji[ 5] = 8'hE6;
assign kaiji[ 6] = 8'hFE;
assign kaiji[ 7] = 8'hC1;
assign kaiji[ 8] = 8'hE3;
assign kaiji[ 9] = 8'hC1;
assign kaiji[10] = 8'hF9;
assign kaiji[11] = 8'hC1;
assign kaiji[12] = 8'hE3;
assign kaiji[13] = 8'hBB;
assign kaiji[14] = 8'hAA;
assign kaiji[15] = 8'hC8;
assign kaiji[16] = 8'hCB;
assign kaiji[17] = 8'hC5;
assign kaiji[18] = 8'hC6;
assign kaiji[19] = 8'hC9;
assign kaiji[20] = 8'hB5;
assign kaiji[21] = 8'hE6;
assign kaiji[22] = 8'hA4;
assign kaiji[23] = 8'hCE;
assign kaiji[24] = 8'hAA;
assign kaiji[25] = 8'hC4;
assign kaiji[26] = 8'hFA;
assign kaiji[27] = 8'hB7;
assign kaiji[28] = 8'hFE;
assign kaiji[29] = 8'hCE;
assign kaiji[30] = 8'hF1;
wire  [7:0] data1[12:0];
assign data1[0]  = 8'hFD;
assign data1[1]  = 8'h00;
assign data1[2]  = 8'h0A;
assign data1[3]  = 8'h01;
assign data1[4]  = 8'h01;
assign data1[5]  = 8'hBB;
assign data1[6]  = 8'hB6;
assign data1[7]  = 8'hD3;
assign data1[8]  = 8'hAD;
assign data1[9]  = 8'hB9;
assign data1[10] = 8'hE2;
assign data1[11] = 8'hC1;
assign data1[12] = 8'hD9;
wire [7:0] data2[12:0]; 
assign data2[0]  = 8'hFD;
assign data2[1]  = 8'h00;
assign data2[2]  = 8'h0A;
assign data2[3]  = 8'h01;
assign data2[4]  = 8'h01;
assign data2[5]  = 8'hD6; 
assign data2[6]  = 8'hA7; 
assign data2[7]  = 8'hB8; 
assign data2[8]  = 8'hB6; 
assign data2[9]  = 8'hB3; 
assign data2[10] = 8'hC9; 
assign data2[11] = 8'hB9; 
assign data2[12] = 8'hA6;
wire [7:0] data3[12:0]; 
assign data3[0]  = 8'hFD;
assign data3[1]  = 8'h00;
assign data3[2]  = 8'h0A;
assign data3[3]  = 8'h01;
assign data3[4]  = 8'h01;
assign data3[5]  = 8'hD6; 
assign data3[6]  = 8'hA7; 
assign data3[7]  = 8'hB8; 
assign data3[8]  = 8'hB6; 
assign data3[9]  = 8'hCA; 
assign data3[10] = 8'hA7; 
assign data3[11] = 8'hB0; 
assign data3[12] = 8'hDC;
reg [7:0] data[30:0];
reg [6:0] i;
reg [5:0] num;
always@(posedge clk or negedge rstn)
    begin
        if(!rstn)begin
            for(i=0;i<31;i=i+1)begin
                data[i] <= 0;
            end
            num <= 0; 
        end else if(shaniu)begin 
            num <= 31;
            for(i=0;i<31;i=i+1)
                data[i] <= kaiji[i];
        end else if(flag1)begin 
            num      <= 13;
            for(i=0;i<13;i=i+1)
                data[i] <= data1[i];
        end else if(flag2)begin 
            num      <= 13;
            for(i=0;i<13;i=i+1)
                data[i] <= data2[i];
        end else if(flag3)begin
            num      <= 13;
            for(i=0;i<13;i=i+1)
                data[i] <= data3[i];
        end
    end
reg       flag;
always@(posedge clk or negedge rstn)
    begin
        if(!rstn)begin
            flag <= 0;
        end else if(shaniu || flag1 || flag2 || flag3)begin 
            flag <= 1;
        end else begin
            flag <= 0;
        end
    end
reg [5:0] count;
reg [2:0] state;
always@(posedge clk or negedge rstn)
    begin
        if(!rstn)begin
            count    <= 0;
            state    <= 0;
            SendEn   <= 0;
            SendData <= 0;
        end else begin
            case(state)
                0:begin
                    if(flag)begin 
                        count    <= count+1;
                        state    <= 1;
                        SendEn   <= 1;
                        SendData <= data[count];
                    end else begin
                        count    <= 0;
                        state    <= 0;
                        SendEn   <= 0;
                        SendData <= 0;
                    end
                end
                1:begin
                    if(SendDone)begin 
                        state    <= 2;
                        SendEn   <= 1;
                        count    <= count+1;
                        SendData <= data[count];
                    end else begin
                        SendEn   <= 0;
                    end
                end
                2:begin
                    if(count >= num)begin 
                        state    <= 0;
                        SendEn   <= 0;
                    end else begin
                        state    <= 1;
                        SendEn   <= 0;
                    end
                end 
                default:
                    state    <= 0;
            endcase
        end
    end
endmodule
### run.sh
#!/bin/bash
# OpenROAD 26Q1-2900-gdf79404cd8, Yosys 0.63+post, stock flow scripts
make -C /OpenROAD-flow-scripts/flow DESIGN_CONFIG=/design/flow/config.mk WORK_HOME=/design/flow/orfs finish
==> Slide: Implementation Results <==
Physical Implementation Snapshot

Run status
  – Status: complete, no violations

Route
  – Initial DRC count: 241
  – WL/cell: between 15 and 20 µm
  – # DRC: 0
  – Via density: 5.97
  – Via count: 2219
  – Pre-antenna DRT Iters: 4
  – Final WL: 6330 µm
  – Antenna Nets Post-Route: 0
  – Ant. Diodes: 0

Flow run
  – Tool warnings: 28
  – Maxcap violations: 0

Timing
  – Worst-margin pin slew: 0.829 ns
  – Fin Clk Skew: 0.00807 ns
  – Setup Viol. Count Final: 0
  – Slew Limit Fails: 0
  – Final period util: 79.9%
  – Worst Setup Slack, final: 0.704 ns
  – Relative slew slack: 44.8%
  – RSZ-0062 raised after global routing: no
  – Achievable frequency: 0.358 GHz
  – Setup TNS Final: 0 ns
  – Final hold vios: 0
  – Minimum clock period after layout: 2.80 ns

Clock network
  – Reg clk slew, reported paths: 0.07 ns
  – Post_cts resized: 0
  – Root Driver: clkbuf_8
  – Clk sink count: 36
  – CTS Buffer Depth: 2
  – Cts-stage hold buffer count: 0
  – CTS tree: built
  – Num CTS Buffers: 5
  – Clk latency late pin: 0.28 ns
  – CTS H-tree depth: 2
  – Postcts setup bufs: 0

Pwr
  – Leakage power: 1.14 nW
  – Pwr dens: between 700 and 800 nW/µm²
  – Clock share of power: 14.9%
  – Comb power frac: 54.9%
  – Sw Share: a little over two fifths
  – Pwr Total: around 0.0021 W
  – Psw: 0.000919 W
  – Cell-internal power: 0.00120 W
  – Sequential Power Share: 30.2%
  – Peak VDD IR: 0.000375 V

Worst setup path
  – Worst r2r src: count[0]
  – Setup crit end kind: flop
  – Worst r2r dst: SendData[7]
  – Setup CP Type: reg -> reg
  – Critical Path AT: a little under 3 ns
  – R2R setup slack: 0.70 ns
  – Largest incremental delay on the critical path: approximately 0.71 ns
  – CP Launch Type: flop
  – Worst reg2reg path depth: 8
  – CP max stage cell: ha_1
  – Crit path required time: between 3 and 4 ns
  – Crit path cell chain: inv_1 -> ha_1 -> nor2b_1 -> a2111oi_2 -> a311o_2 -> nor4_4 -> and3_1 -> a221o_1
  – Source of the critical timing path: count[0]
  – Maximum fanout along the worst path: 21

Synth
  – Synthesized chip area reported by yosys: 2520 µm²
  – Unique cell types: 64
  – Cells after Synth: 295
  – Yosys cell count: 295
  – Mean Syn Cell Area: 8.55 µm²
  – Mapped Area: 2520 µm²
  – Number of flops mapped to enable cells by yosys: 0
  – Yosys warns: 2
  – Seq share, synth: 35.8%
  – Asr flop ratio synth: 100%
  – Synthesized registers: 36
  – Primary FF master, synth: dfrtp_1

Global route
  – Initial antenna violation count: 0
  – Gr usage total: 21.4%
  – GRT overflow: 0
  – Largest net degree at the start of global routing: 37
  – Vias in the first global route: 2044
  – First-pass GRT wire length: 10600 µm

Layout
  – Finished Cell Area: 2750 µm²
  – Number of fillers in the final layout: 584
  – Proportion of layout cells with a drive suffix above 1: 7.74%
  – Area growth syn-to-layout: 8.92%
  – FF/Latch Area: ~900 µm²
  – Top Layout Cells: dfrtp_1, nand2_1, nor2_1
  – Dominant logic cell type in the layout: dfrtp_1
  – Logic area: 1430 µm²

Die
  – Die Footprint: 6630 µm²
  – Row count: 28
  – I/O pins: 15
  – DIE HEIGHT: 81.4 µm
  – Fp util: 42.1%
  – DIE WIDTH: 81.4 µm
  – Core area: around 6000 µm²

Min path
  – Worst hold path class: in -> async

Place
  – DP Wirelength: 4520 µm
  – Port Buffers: 14
  – Gpl congestion: 0.932
  – Cell Area, Placed: 2650 µm²
  – Setup WS pre-CTS: 0.712 ns
[flip-flops by register name, summed over array words and instances (netlist names)]
| name | flops |
|---|---|
| state | 3 |
| flag | 1 |
| SendData | 8 |
| count | 6 |
| data | 16 |
| shaniu | 1 |
| SendEn | 1 |
[power by group through the flow]
stage	clock network [W]	registers (W)	logic, W
after CTS	0.000324	0.000639	0.00115
after global routing	0.000350	0.000657	0.00130
final	0.000317	0.000642	0.00117
[worst max-delay path: cells and delay by family, from the launching register on]
kind            cells  cell delay (ns)
buf+inv             1             0.15
fa+ha+maj           1             0.71
flops               1             0.41
simple gates        3             0.46
compound gates      3             0.94
[final cells by class]
| class | count | area share (%) |
|---|---|---|
| multi-input combinational | 220 | 51.9 |
| sequential | 36 | 32.9 |
| timing repair buffer | 19 | 6.28 |
| clock buffer | 7 | 3.50 |
| tap | 75 | 3.41 |
| inverter | 15 | 2.05 |
[logic make-up after synthesis]
| kind of cell | share of synthesized area, % |
|---|---|
| adders and majority gates | 4.96 |
| AOI/OAI and AO/OA | 28.6 |
| and+or+nand+nor | 20.9 |
| DFF | 35.8 |
| buffers and inverters | 7.68 |
| muxes | 1.24 |
| other | 0.149 |
| xor gates and xnor gates | 0.694 |
[cell usage after synthesis, types with 2 or more instances]
| library cell | count | area share, % |
|---|---|---|
| dfrtp_1 | 34 | 34 |
| nand2_1 | 27 | 4.0 |
| nor2_1 | 27 | 4.0 |
| o21ai_0 | 19 | 3.8 |
| a21oi_1 | 17 | 3.4 |
| inv_1 | 15 | 2.2 |
| nand3_1 | 11 | 2.2 |
| ha_1 | 10 | 5.0 |
| a31oi_1 | 9 | 2.2 |
| buf_2 | 8 | 1.6 |
| clkbuf_1 | 8 | 1.2 |
| nand2b_1 | 8 | 2.0 |
| a221o_1 | 7 | 2.8 |
| nor2b_1 | 7 | 1.7 |
| o211ai_1 | 7 | 2.1 |
| and3_1 | 4 | 0.99 |
| buf_6 | 4 | 1.8 |
| nand3b_1 | 4 | 1.2 |
| or3_1 | 4 | 0.99 |
| a22o_1 | 3 | 1.0 |
| a22oi_1 | 3 | 0.89 |
| a32oi_1 | 3 | 1.0 |
| nor3_1 | 3 | 0.59 |
| o2111ai_1 | 3 | 1.0 |
| a211o_1 | 2 | 0.69 |
| a211oi_1 | 2 | 0.59 |
| a21o_1 | 2 | 0.59 |
| and2_1 | 2 | 0.50 |
| buf_1 | 2 | 0.30 |
| buf_4 | 2 | 0.59 |
| dfstp_2 | 2 | 2.1 |
| mux2i_1 | 2 | 0.79 |
| nor4_1 | 2 | 0.50 |
| o31ai_1 | 2 | 0.59 |
[through the flow]
step	instances	hold slack, ns	utilization (%)
floorplan	295	0.404	-
global placement	365	0.472	44.3
detailed placement	365	0.477	44.3
CTS	372	0.461	45.9
global route	372	0.482	45.9
finish	372	0.447	45.9
[worst max path at each step]
stage,to,cells after the start
after CTS,SendData[6],8
after global routing,SendData[7],8
final,SendData[7],8
[per-layer routing]
metal	vias up	track usage, %	share of wire, %
li1	1095	-	-
met1	1045	34.1	50
met2	73	31.8	44
met3	6	3.61	4.7
met4	0	3.04	1.1
met5	-	0	0
Power figures rest on the tool's default switching activity, not on a simulated workload.
