--- flow/run.sh ---
#!/bin/bash
# OpenROAD 26Q1-2900-gdf79404cd8, Yosys 0.63+post, stock flow scripts
make -C /OpenROAD-flow-scripts/flow DESIGN_CONFIG=/design/flow/config.mk WORK_HOME=/design/flow/orfs finish
--- flow/config.mk ---
export PLATFORM = sky130hd
export DESIGN_NAME = MyCORDIC
export DESIGN_NICKNAME = MyCORDIC
export VERILOG_FILES = /design/flow/design.v
export SDC_FILE = /design/flow/constraint.sdc
export NUM_CORES = 4
export LEC_CHECK = 1
export CORE_UTILIZATION = 40
--- flow/constraint.sdc ---
current_design MyCORDIC

set clk_period 8.9
set clk_io_pct 0.2

create_clock -name clk0 -period $clk_period [get_ports {clk}]

set non_clock_inputs [all_inputs -no_clocks]
set_input_delay [expr $clk_period * $clk_io_pct] -clock clk0 $non_clock_inputs
set_output_delay [expr $clk_period * $clk_io_pct] -clock clk0 [all_outputs]
--- flow/design.v ---
module MyCORDIC(
	input             clk      ,
	input             rstn     ,
	input      [15:0] theta    ,
	output reg [15:0] sin_theta,
	output reg [15:0] cos_theta 
);
parameter Kn  = 'd19898;     
parameter iKn = 'd53961;     
parameter arctan_0 = 8192    ;   
parameter arctan_1 = 4836    ;   
parameter arctan_2 = 2555    ;   
parameter arctan_3 = 1297    ;   
parameter arctan_4 = 651     ;   
parameter arctan_5 = 326     ;   
parameter arctan_6 = 163     ;   
parameter arctan_7 = 81      ;   
parameter arctan_8 = 41      ;   
parameter arctan_9 = 20      ;   
parameter arctan_10 = 10     ;   
parameter arctan_11 = 5      ;   
reg signed [15:0] x [11:0];
reg signed [15:0] y [11:0];
reg signed [15:0] z [11:0];
wire [15:0]x_tmp;
wire [15:0]y_tmp;
reg signed [15:0]theta_1;
wire [2:0] Quadrant; 
assign Quadrant = theta[15:14] + 1;
always@(*)
begin
	begin
		theta_1 <= {2'b00,theta[13:0]};
		if(Quadrant==1)
		begin
			theta_1 <= theta;
		end
		else if(Quadrant==2)
		begin
			theta_1 <= 32768 - theta;
		end
		else if(Quadrant==3)
		begin
			theta_1 <= theta - 32768;
		end
		else if(Quadrant==4)
		begin
			theta_1 <= 65536 - theta;
		end
	end
end
always@(posedge clk or negedge rstn)
begin
	if(!rstn)
	begin
		x[0] <= 16'd0;
		y[0] <= 16'd0;
		z[0] <= 16'd0;
	end
	else
	begin
		x[0] <= Kn;
		y[0] <= 16'd0;
		z[0] <= theta_1;
	end
end
always@(posedge clk or negedge rstn)  
begin
	if(!rstn)
	begin
		x[1] <= 16'd0;
		y[1] <= 16'd0;
		z[1] <= 16'd0;
	end
	else
	begin
		if(z[0][15])  
		begin
			x[1] <= x[0] + y[0];
			y[1] <= y[0] - x[0];
			z[1] <= z[0] + arctan_0;
		end           
		else
		begin
			x[1] <= x[0] - y[0];
			y[1] <= y[0] + x[0];
			z[1] <= z[0] - arctan_0;
		end
	end
end
always@(posedge clk or negedge rstn)  
begin
	if(!rstn)
	begin
		x[2] <= 16'd0;
		y[2] <= 16'd0;
		z[2] <= 16'd0;
	end
	else
	begin
		if(z[1][15])  
		begin
			x[2] <= x[1] + (y[1] >>> 1);
			y[2] <= y[1] - (x[1] >>> 1);
			z[2] <= z[1] + arctan_1;
		end           
		else
		begin
			x[2] <= x[1] - (y[1] >>> 1);
			y[2] <= y[1] + (x[1] >>> 1);
			z[2] <= z[1] - arctan_1;
		end
	end
end
always@(posedge clk or negedge rstn)  
begin
	if(!rstn)
	begin
		x[3] <= 16'd0;
		y[3] <= 16'd0;
		z[3] <= 16'd0;
	end
	else
	begin
		if(z[2][15])  
		begin
			x[3] <= x[2] + (y[2] >>> 2);
			y[3] <= y[2] - (x[2] >>> 2);
			z[3] <= z[2] + arctan_2;
		end           
		else
		begin
			x[3] <= x[2] - (y[2] >>> 2);
			y[3] <= y[2] + (x[2] >>> 2);
			z[3] <= z[2] - arctan_2;
		end
	end
end
always@(posedge clk or negedge rstn)  
begin
	if(!rstn)
	begin
		x[4] <= 16'd0;
		y[4] <= 16'd0;
		z[4] <= 16'd0;
	end
	else
	begin
		if(z[3][15])  
		begin
			x[4] <= x[3] + (y[3] >>> 3);
			y[4] <= y[3] - (x[3] >>> 3);
			z[4] <= z[3] + arctan_3;
		end           
		else
		begin
			x[4] <= x[3] - (y[3] >>> 3);
			y[4] <= y[3] + (x[3] >>> 3);
			z[4] <= z[3] - arctan_3;
		end
	end
end
always@(posedge clk or negedge rstn)  
begin
	if(!rstn)
	begin
		x[5] <= 16'd0;
		y[5] <= 16'd0;
		z[5] <= 16'd0;
	end
	else
	begin
		if(z[4][15])  
		begin
			x[5] <= x[4] + (y[4] >>> 4);
			y[5] <= y[4] - (x[4] >>> 4);
			z[5] <= z[4] + arctan_4;
		end           
		else
		begin
			x[5] <= x[4] - (y[4] >>> 4);
			y[5] <= y[4] + (x[4] >>> 4);
			z[5] <= z[4] - arctan_4;
		end
	end
end
always@(posedge clk or negedge rstn)  
begin
	if(!rstn)
	begin
		x[6] <= 16'd0;
		y[6] <= 16'd0;
		z[6] <= 16'd0;
	end
	else
	begin
		if(z[5][15])  
		begin
			x[6] <= x[5] + (y[5] >>> 5);
			y[6] <= y[5] - (x[5] >>> 5);
			z[6] <= z[5] + arctan_5;
		end           
		else
		begin
			x[6] <= x[5] - (y[5] >>> 5);
			y[6] <= y[5] + (x[5] >>> 5);
			z[6] <= z[5] - arctan_5;
		end
	end
end
always@(posedge clk or negedge rstn)  
begin
	if(!rstn)
	begin
		x[7] <= 16'd0;
		y[7] <= 16'd0;
		z[7] <= 16'd0;
	end
	else
	begin
		if(z[6][15])  
		begin
			x[7] <= x[6] + (y[6] >>> 6);
			y[7] <= y[6] - (x[6] >>> 6);
			z[7] <= z[6] + arctan_6;
		end           
		else
		begin
			x[7] <= x[6] - (y[6] >>> 6);
			y[7] <= y[6] + (x[6] >>> 6);
			z[7] <= z[6] - arctan_6;
		end
	end
end
always@(posedge clk or negedge rstn)  
begin
	if(!rstn)
	begin
		x[8] <= 16'd0;
		y[8] <= 16'd0;
		z[8] <= 16'd0;
	end
	else
	begin
		if(z[7][15])  
		begin
			x[8] <= x[7] + (y[7] >>> 7);
			y[8] <= y[7] - (x[7] >>> 7);
			z[8] <= z[7] + arctan_7;
		end           
		else
		begin
			x[8] <= x[7] - (y[7] >>> 7);
			y[8] <= y[7] + (x[7] >>> 7);
			z[8] <= z[7] - arctan_7;
		end
	end
end
always@(posedge clk or negedge rstn)  
begin
	if(!rstn)
	begin
		x[9] <= 16'd0;
		y[9] <= 16'd0;
		z[9] <= 16'd0;
	end
	else
	begin
		if(z[8][15])  
		begin
			x[9] <= x[8] + (y[8] >>> 8);
			y[9] <= y[8] - (x[8] >>> 8);
			z[9] <= z[8] + arctan_8;
		end           
		else
		begin
			x[9] <= x[8] - (y[8] >>> 8);
			y[9] <= y[8] + (x[8] >>> 8);
			z[9] <= z[8] - arctan_8;
		end
	end
end
always@(posedge clk or negedge rstn)  
begin
	if(!rstn)
	begin
		x[10] <= 16'd0;
		y[10] <= 16'd0;
		z[10] <= 16'd0;
	end
	else
	begin
		if(z[9][15])  
		begin
			x[10] <= x[9] + (y[9] >>> 9);
			y[10] <= y[9] - (x[9] >>> 9);
			z[10] <= z[9] + arctan_9;
		end           
		else
		begin
			x[10] <= x[9] - (y[9] >>> 9);
			y[10] <= y[9] + (x[9] >>> 9);
			z[10] <= z[9] - arctan_9;
		end
	end
end
always@(posedge clk or negedge rstn)  
begin
	if(!rstn)
	begin
		x[11] <= 16'd0;
		y[11] <= 16'd0;
		z[11] <= 16'd0;
	end
	else
	begin
		if(z[10][15])  
		begin
			x[11] <= x[10] + (y[10] >>> 10);
			y[11] <= y[10] - (x[10] >>> 10);
			z[11] <= z[10] + arctan_10;
		end           
		else
		begin
			x[11] <= x[10] - (y[10] >>> 10);
			y[11] <= y[10] + (x[10] >>> 10);
			z[11] <= z[10] - arctan_10;
		end
	end
end
assign x_tmp = x[11][15]==1 ? 16'h7FFF : x[11];
assign y_tmp = y[11][15]==1 ? 16'h7FFF : y[11];
always@(posedge clk or negedge rstn)  
begin
	if(!rstn)
	begin
		sin_theta <= 16'd0;
		cos_theta <= 16'd0;
	end
	else
	begin
		if(Quadrant == 3'd1)
		begin
			sin_theta <= y_tmp;
			cos_theta <= x_tmp;
		end
		else if(Quadrant == 3'd2)
		begin
			sin_theta <= y_tmp;
			cos_theta <= -x_tmp;
		end
		else if(Quadrant == 3'd3)
		begin
			sin_theta <= -y_tmp;
			cos_theta <= -x_tmp;
		end
		else if(Quadrant == 3'd4)
		begin
			sin_theta <= -y_tmp;
			cos_theta <= x_tmp;
		end
		else
		begin
			sin_theta <= sin_theta;
			cos_theta <= cos_theta;
		end
	end
end
endmodule
==> flow_summary_export.csv <==
group,metric,value,unit
run_status,status,"completed",
floorplan,fp_util,40.4,%
logic_synthesis,synth.cellmix.compoundShare,17.9,%
drt,antenna_left,0,
setup_path,cp_cell_sequence,"clkinv_1 -> nor2_1 -> a21oi_1 -> ha_1 -> a2111oi_0 -> o211ai_1 -> a31o_1 -> a21oi_1 -> nand3b_1 -> nor2b_1 -> xnor2_1",
clock_network,clock_latency,0.64,ns
drt,route.vias.total,26500,
logic_synthesis,ys_seq_share,35.4,%
setup_path,path_delay_family,"AND-OR/OR-AND gates",
drt,dr.pass1.iters,5,
placed_design,io_buffers,49,
placed_design,place_inst,5006,
timing,setup_viol,0,
clock_network,cts-htree-levels,2,
cells_and_area,final_util,44.7,%
drt,viasPerCell,5.19,
run,maxCapViolations,0,
timing,relSlewSlack,45.9,%
drt,avgRoutedWirePerCell,14.8,µm
logic_synthesis,synthTopLogicFamily,"AND-OR/OR-AND gates",
timing,fin_skew,0.0271,ns
placed_design,gp_congestion,0.907,
placed_design,post-place-ws,5.11,ns
drt,routed_wl,75900,µm
timing,final_max_slew_viol_count,0,
logic_synthesis,avgSynthCellArea,9.53,µm²
logic_synthesis,yosys.area.top_type,"dfrtp_1",
global_route,track_usage,17.5,%
run,warnings,68,
floorplan,die_h,303,µm
logic_synthesis,yosysCellCount,3816,
setup_path,slowest_delay,0.73,ns
logic_synthesis,xor_area_share,12.4,%
setup_path,path_class,"flop to flop",
logic_synthesis,syn_area,0.0364,mm²
min_path,hp-class,"flop to flop",
min_path,min_to,"z[1][3]",
clock_network,root_buffer,"clkbuf_16",
logic_synthesis,adder_share,17.6,%
clock_network,clockBufferDepth,3,
timing,max_freq,270,MHz
timing,tightestPinTransition,0.805,ns
setup_path,rrSetupSlack,5.20,ns
logic_synthesis,synthCells,3816,
logic_synthesis,synth-edff-count,0,
timing,finalHoldViolations,0,
setup_path,critPathLaunchType,"flop",
clock_network,holdBufCountCts,0,
min_path,min_path_cells,0,
global_route,grt_antenna_before_repair,1,
timing,finalCritPeriodShare,41.6,%
setup_path,crit_required,9.46,ns
cells_and_area,layoutNonFillerInstCount,5112,
setup_path,crit_top_cell,"a21oi_1",
logic_synthesis,synth_cell_types,93,
floorplan,rows,110,
setup_path,r2r-start,"z[9][15]",
timing,setup_ws,5.20,ns
setup_path,cp-end-kind,"flop",
timing,tns,0,ns
logic_synthesis,ys_sh_simple,13.2,%
drt,first_iter_violations,1093,
setup_path,r2r_end,"x[10][11]",
floorplan,io_pins,50,
logic_synthesis,ys.warnings.count,4,
timing,grt_setup_unrepaired,"no",
logic_synthesis,ff_type,"dfrtp_1",
floorplan,core,0.0900,mm²
timing,hold_slack,0.346,ns
timing,period_needed,3.70,ns
logic_synthesis,synthArstFlopShare,100,%
clock_network,cts.sinks,514,
setup_path,cp_max_fo,19,
setup_path,crit_arrival,4.27,ns
setup_path,cp_num_buf_inv,1,
global_route,overflow,0,
cells_and_area,drive_gt1_share,4.35,%
global_route,grt_max_degree,121,
logic_synthesis,yosysChipArea,0.0364,mm²
placed_design,dpl.hpwl,59700,µm
setup_path,r2r_cells,11,
clock_network,cts_buffers,58,
global_route,grt_pass1_wl,129000,µm
logic_synthesis,synth_top_area_share,35.4,%
placed_design,post_dp_cell_area,0.0383,mm²
floorplan,die_area,0.0921,mm²
min_path,worstHoldStart,"z[0][3]",
drt,drc,0,
logic_synthesis,synth-seq-cells,514,
clock_network,post-cts-setup-buffer-count,0,
global_route,grt_pass1_vias,25700,
clock_network,cts.clk_slew.worst_paths,0.06,ns
cells_and_area,area_growth,10.7,%
clock_network,cts_resized,0,
clock_network,cts_tree,"yes",
setup_path,slowest_stage,"dfrtp_1",
logic_synthesis,synthTopCellsByArea,"dfrtp_1 35%, ha_1 16%, xnor2_1 8.4%",
cells_and_area,fin_area,0.0402,mm²
logic_synthesis,ys_sh_mux,1.16,%
floorplan,die_width,303,µm
[worst reg2reg max path, delay by kind of cell, from the launching register on]
family | cells | cell delay, ns
AOI/OAI and AO/OA | 5 | 1.12
DFF | 1 | 0.73
buffers and inverters | 1 | 0.66
and+or+nand+nor | 3 | 0.66
adders and majority gates | 1 | 0.31
xor gates and xnor gates | 1 | 0.13
[cell usage in the layout (no fill, tap or decap), types with 18 or more instances in the layout]
| cell | count |
|---|---|
| a211oi_1 | 44 |
| a21o_1 | 127 |
| a21oi_1 | 356 |
| a31oi_1 | 39 |
| and3_1 | 18 |
| clkbuf_16 | 59 |
| clkdlybuf4s50_1 | 48 |
| dfrtp_1 | 514 |
| fa_1 | 27 |
| ha_1 | 468 |
| inv_1 | 168 |
| mux2i_1 | 23 |
| nand2_1 | 191 |
| nand2b_1 | 59 |
| nand3_1 | 43 |
| nor2_1 | 346 |
| nor2b_1 | 69 |
| nor3_1 | 122 |
| nor4_1 | 22 |
| o211ai_1 | 29 |
| o21a_1 | 45 |
| o21ai_0 | 159 |
| o21ai_1 | 47 |
| o21bai_1 | 33 |
| or3_1 | 24 |
| xnor2_1 | 348 |
| xor2_1 | 162 |
[cells in the mapped netlist, drive strengths merged (44+ instances only)]
cell type,instances
a211oi,44
a21o,127
a21oi,357
dfrtp,514
ha,468
inv,172
nand2,191
nand2b,59
nor2,347
nor2b,69
nor3,123
o21a,46
o21ai,206
xnor2,348
xor2,164
[worst max path at each step]
stage	start	to	slack, ns	depth (start not counted)
after CTS	z[9][15]	x[10][11]	5.15	11
after global routing	x[5][6]	y[6][14]	4.87	11
final	z[9][15]	x[10][11]	5.20	11
[flip-flops by register name, indices dropped and copies added, names as in the netlist]
| signal | count |
|---|---|
| y | 163 |
| z | 159 |
| cos_theta | 16 |
| x | 160 |
| sin_theta | 16 |
[cell families (layout without fill, tap and decap cells)]
| family | count (synthesis) | in the layout |
|---|---|---|
| muxes | 40 | 40 |
| other | 2 | 4 |
| xor gates and xnor gates | 512 | 512 |
| adders and majority gates | 495 | 495 |
| buffers and inverters | 227 | 345 |
| AOI/OAI and AO/OA | 1034 | 1034 |
| DFF | 514 | 514 |
| and+or+nand+nor | 992 | 992 |
[cell type report]
type	count	area, µm²
fill	8499	49800
multi-input combinational	3075	22600
sequential	514	12900
clock buffer	83	1670
tap	1176	1470
timing repair buffer	68	663
inverter	173	649
clock inverter	21	288
antenna	2	5.00
[layer usage]
layer  part of all wire [%]  GRT usage, %  wire length, µm  up-vias
met1                     44          23.4            33700    12200
li1                       -             -                -    13800
met2                     49          30.4            37300      367
met5                  0.017             0               13        -
met3                    3.1          2.09             2370      140
met4                    3.2          4.64             2440        2
